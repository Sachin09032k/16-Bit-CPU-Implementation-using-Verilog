`design/flow/design.v`:
```
module arith(a,b,opcode,outau);
input [15:0] a;
input [15:0] b;
input [2:0] opcode;
output [15:0] outau;
reg [15:0] outau=0;
always@(a,b,opcode)
begin
	case(opcode)
	3'b000: outau = a+b;
	3'b001: outau = a * b;
	3'b010: if (a > b) begin
		outau = a - b;
		end
		else begin
		outau = b - a;
		end
	3'b011: if (a > b) begin
		outau = a / b;
		end
		else begin
		outau = b /a;
		end
	default outau = 16'h00000000;
	endcase
end
endmodule
```
`design/flow/run.sh`:
```
#!/bin/bash
# OpenROAD 26Q1-2900-gdf79404cd8, Yosys 0.63+post, stock flow scripts
make -C /OpenROAD-flow-scripts/flow DESIGN_CONFIG=/design/flow/config.mk WORK_HOME=/design/flow/orfs finish
```
`design/flow/config.mk`:
```
export PLATFORM = sky130hd
export DESIGN_NAME = arith
export DESIGN_NICKNAME = arith
export VERILOG_FILES = /design/flow/design.v
export SDC_FILE = /design/flow/constraint.sdc
export NUM_CORES = 4
export LEC_CHECK = 1
export CORE_UTILIZATION = 30
```
`design/flow/constraint.sdc`:
```
current_design arith

set clk_period 80.6
set clk_io_pct 0.2

create_clock -name clk0 -period $clk_period

set non_clock_inputs [all_inputs -no_clocks]
set_input_delay [expr $clk_period * $clk_io_pct] -clock clk0 $non_clock_inputs
set_output_delay [expr $clk_period * $clk_io_pct] -clock clk0 [all_outputs]
```
==> commit_impl_results.txt <==
Add synthesis and place-and-route results

- Crit start category: input port
- Summed over all routing layers, the global router reports a total usage of 22.8%.
- The detailed placer reported the number of placed instances as 2,452.
- Part of the power in combinational logic: 100.0%
- Syn-to-layout area delta: 9.91%
* Achievable clock frequency: 14.4 MHz
- Wires add up to 49,200 um.
* Library cell with the largest summed area after synthesis: sky130_fd_sc_hd__ha_1
* Pin slew with the least headroom to its limit: 0.831 ns
- Most prevalent standard cell on the critical path: sky130_fd_sc_hd__o21a_1
- Count of placed standard cells in the final layout, fillers left out: 2,452
- Type of destination of the critical path: output pin
- CTS-repair resized insts: 0
- Placer congestion estimate: 1.02
* Worst supply voltage drop on vdd: 0.0000143 V
- Fin. Hold Viols: 0
- Before placement the cells fill 30.5% of the core.
- Worst setup slack before clock tree synthesis: 11.52 ns
- Post-route setup TNS: 0 ns
- Die width: 211 um
- For this block, the initial DRC count from the detailed router was 1,098.
* Yosys Instances: 1,847
- Unrepaired setup endpoints after global routing: no
- Once routing completed, OpenROAD measured the worst setup slack at 11.01 ns.
* Outcome: complete, no violations
* Yosys stat chip area: 13,200 sq um
* Layout clock buffer count: 0
- The die is 211 um tall.
- Hold buffer count at cts: 0
- Max-cap violations in this run came to 0.
- Leak Pwr: 6.68 nW
- Nets still carrying antenna violations after routing amount to 0.
* Placed wire-length estimate after detailed placement: 39,900 um
- In the synthesized netlist, the number of instances is 1,847.
- The critical path's slowest stage uses the library cell sky130_fd_sc_hd__clkdlybuf4s50_1.
- The area fraction of the largest cell type after synthesis is 22.0%.
- Post-route worst hold slack: 33.45 ns
- The power report puts the net switching power at 182 uW.
- Share of cells above drive strength 1: 6.21%
- The final antenna diode tally reported by the flow is 0.
* Crit path max fanout: 30
- Entering global routing, the biggest net connects 50 pins.
* Final Max Tran Viols: 0
- Worst hold-check path type: input port to output pin
- The average instance in the mapped netlist occupies 7.13 sq um.
- According to the I/O placement log, the pin count is 51.
- Seq share, synth: 0%
* Number of placement rows: 76
- Longest individual stage delay on the worst path: 0.94 ns
- Most used standard cells in the synthesized netlist: sky130_fd_sc_hd__ha_1 (231), sky130_fd_sc_hd__nand2_1 (202), sky130_fd_sc_hd__inv_1 (186), sky130_fd_sc_hd__nor2_1 (183), sky130_fd_sc_hd__a21oi_1 (128)
* Category of the critical setup timing path: input port to output pin
* Ratio of total power to cell area: 22.4 nW/um^2
- The script computed the net switching share of total power as 56.2%.
- Checking max transition, the worst relative margin is 44.4%.
- Fill cell instance count of the final layout: 4,638
- Looking at the power breakdown, the clock network takes 0% of the total.
- Vias after detailed routing: 13,580
* Antenna violations before repair: 1
* Utilization after layout: 33.5%
- After floorplanning, the core was sized to cover 43,200 sq um.
- Post-Layout Inst Area: 14,500 sq um
- The number of sequential cells reported for the layout is 0.
- The first global-routing pass estimated 76,600 um of wire.
- Vias per cell: 5.54
* Count of TritonRoute iterations in the first routing pass: 5
- In this run the tools logged warnings totalling 63.
- The synthesized netlist occupies a cell area of 13,200 sq um.
- Quantity of I/O buffers inserted on ports: 51
- The routed design could run at a clock period as short as 69.59 ns.
- Per the detail_route report, DRC violations left total 0.
- Routed length per instance: 20.1 um
* Combined flip-flop and latch cell area: 0 sq um
* Die area: 44,700 sq um
* Post-CTS setup buffer count: 0
- The power report attributes to the sequential group a share of 0%.
* Top area cells in the synthesized netlist: sky130_fd_sc_hd__ha_1 (22%), sky130_fd_sc_hd__fa_1 (13%), sky130_fd_sc_hd__nand2_1 (5.8%)
- Endpoints failing setup: 0
- The design draws 324 uW.
- Post-route period utilization is reported as 86.3%.
- Global routing finished with a remaining overflow of 0.
- Counting the warning lines in the Yosys log gives 1.
- The via count of the first global-routing pass was 13,098.
* Distinct lib cells used: 85
- Data required time of the critical path: 64.48 ns
- The most common cell in the synthesized netlist is sky130_fd_sc_hd__ha_1.
- The power report lists cell-internal power as 142 uW.
* Endpoint arrival time on the critical path: 53.47 ns
- Placement-stage cell area: 14,500 sq um
## routing by layer
metal	wire, um	share of wire (%)	vias up	GRT usage [%]
li1	-	-	6554	-
met1	22400	45	6383	33.0
met2	20900	43	561	34.7
met3	4620	9.4	80	5.48
met4	1300	2.6	2	5.07
met5	13	0.026	-	0
## final timing paths
kind,start,end,slack [ns],cells past startpoint
worst max-delay path,a[8],outau[0],11.01,148
worst min-delay path,opcode[2],outau[1],33.45,3
## power by group through the flow
| stage | clock network [mW] | logic (mW) | registers, mW |
|---|---|---|---|
| 4_1_cts | 0 | 0.325 | 0 |
| 5_1_grt | 0 | 0.366 | 0 |
| 6_report | 0 | 0.324 | 0 |
## cells in the final DEF (no fill, tap or decap), drive strengths merged, types with 9 or more instances in the layout
cell type and count:
ha 231, nand2 203, inv 187, nor2 183
a21oi 128, o21ai 100, fa 83, xnor2 80
nor3 62, clkdlybuf4s50 51, o21a 45, buf 45
nand3 41, xor2 38, a21o 35, mux2 28
nor2b 22, nand4 20, or3 20, or2 17
mux2i 16, o221ai 16, o31ai 16, a31oi 16
o21bai 15, nand2b 15, a211oi 13, and2 10
nor4 9, a221o 9
## final cells by class
cell class / instances / area [sq um] / share of cell area (%)
Inverter: 192 / 721 / 4.98
Tap cell: 585 / 732 / 5.06
Timing Repair Buffer: 96 / 848 / 5.86
Multi-Input combinational cell: 1579 / 12200 / 84.1
## cells by family (layout without fill, tap and decap cells)
kind of cell               count (synthesis)  count (layout)  share of synthesized area, %
xor gates and xnor gates                 118             118                          7.85
muxes                                     46              46                          3.95
adders and majority gates                314             314                          34.6
AOI/OAI and AO/OA                        478             478                          24.1
buffers and inverters                    268             288                          7.70
and+or+nand+nor                          623             623                          21.8
## critical path: cells and delay by family
family          cells  cell delay (ns)
compound gates     84            18.60
simple gates       27             6.26
fa+ha+maj          17             5.48
buf+inv            11             3.71
mux                 9             3.22
No activity file was given, so power comes from the tool's default toggle rates.

<file path="design/flow/design.v">
module datamem(clk, we_DM, dataDM, addDM, outDM);
input clk;
input we_DM;
input [15:0] dataDM;
input [11:0] addDM;
output [15:0] outDM;
reg [15:0] outDM;
reg [15:0] mem [0 : 31];
always@(posedge clk)
begin
	if (we_DM == 1) begin
	mem[addDM] = dataDM;
	end
	else if (we_DM == 0) begin
	outDM = mem[addDM];
	end
end
endmodule
</file>
<file path="design/flow/run.sh">
#!/bin/bash
# OpenROAD 26Q1-2900-gdf79404cd8, Yosys 0.63+post, stock flow scripts
make -C /OpenROAD-flow-scripts/flow DESIGN_CONFIG=/design/flow/config.mk WORK_HOME=/design/flow/orfs finish
</file>
<file path="design/flow/config.mk">
export PLATFORM = sky130hd
export DESIGN_NAME = datamem
export DESIGN_NICKNAME = datamem
export VERILOG_FILES = /design/flow/design.v
export SDC_FILE = /design/flow/constraint.sdc
export NUM_CORES = 4
export LEC_CHECK = 1
export CORE_UTILIZATION = 50
</file>
<file path="design/flow/constraint.sdc">
current_design datamem

set clk_period 4.7
set clk_io_pct 0.2

create_clock -name clk0 -period $clk_period [get_ports {clk}]

set non_clock_inputs [all_inputs -no_clocks]
set_input_delay [expr $clk_period * $clk_io_pct] -clock clk0 $non_clock_inputs
set_output_delay [expr $clk_period * $clk_io_pct] -clock clk0 [all_outputs]
</file>
==> impl_metrics.yaml <==
# synthesis and place-and-route metrics
die:
  fp_util: 0.509
  num_rows: 72
  die-area_mm2: 0.0402
  die_w_um: 201
  chipHeight_um: 201
  core_area_mm2: 0.0387
  ios: 46
final_timing:
  hold_slack_ns: 0.542
  post-route-period-util: 0.795
  fmax_mhz: 268
  hold_viol_final: 0
  worst_slew_pin_slew_ns: 1.13
  drv_slew: 0
  finalCriticalPeriod_ns: 3.73
  rsz0062_at_grt: "no"
  relSlewSlack: 0.242
  clock_skew_ns: 0.0285
  setup_violations: 0
  tns_ns: 0
synthesis:
  synth.top_cell.area_share: 0.804
  avgSynthCellArea_um2: 17.2
  yosysSeqAreaShare: 0.804
  synth_cells: 1145
  topCellsByArea: "edfxtp_1 (80%), a22oi_1 (6.5%), nor2_1 (1.6%)"
  synth_flops: 528
  ys_types: 58
  edf_count: 528
  ys.warnings.count: 2
  async_flop_share: 0
  ys_area_mm2: 0.0197
  ys_cells: 1145
  syn_area_mm2: 0.0197
  top_area_cell: "edfxtp_1"
  synth-main-ff-cell: "edfxtp_1"
power:
  powerDensity_mw_per_mm2: 423
  leakagePower_nw: 7.64
  vdd_ir_drop_max_mv: 0.370
routing:
  initialDrtViolationCount: 850
  top_layer: "met4"
  routed-wl-met3_um: 12600
  viasPerCell: 6.36
  num_vias: 11900
  wire_per_inst_um: 34.3
  drtAntennaViolNets: 0
  wl_um: 64200
  dr.pass1.iters: 5
  met1_length_um: 19700
  met2WireLength_um: 29300
  drc: 0
worst_setup_path:
  arrival_ns: 4.19
  required_ns: 5.15
  crit_fanout: 14
  end_kind: "flip-flop"
  r2r-start: "mem[6][15]"
  startpoint_type: "input pin"
  cp-startpoint: "addDM[3]"
  criticalPathCategory: "in2reg"
clocking:
  cts_resized: 0
  cts_made_buffers: 52
  tritoncts: "yes"
  clk_latency_ns: 0.62
  cts_max_level: 2
  cts-root-buf: "clkbuf_16"
  post-cts-setup-buffer-count: 0
  max-clock-path-buffers: 3
  clock-sinks: 528
  clkTransAtPathRegs_ns: 0.06
  cts_hold_buf: 0
finish:
  drive_gt1_frac: 0.192
  area_growth_pct: 18.3
  fillCellCount: 2832
  seq_area_mm2: 0.0159
  final_cell_mix: "edfxtp_1 (528), a22oi_1 (170), buf_4 (125)"
  logic_area_mm2: 0.00363
  lay_top_count: "edfxtp_1"
  fin_cells: 1870
global_route:
  grt_max_degree: 40
  grt_use_total: 0.367
  grt_antenna_before_repair: 1
  overflow: 0
  grt_pass1_wl_um: 90200
  grt_pass1_vias: 12300
outcome:
  status: "completed"
min_path:
  hold_class: "reg2reg"
  min_from: "mem[0][0]"
place:
  gp_congestion: 0.968
  dp_hpwl_um: 40200
  io_buffer_count: 38
  dpl.cell_count: 1777
job:
  maxCapViolations: 0
  warnings: 32
==> power by group <==
part / internal (W) / leakage (nW) / total [W] / switching (W)
combinational: 0.000153 / 2.05 / 0.000468 / 0.000315
clock: 0.00236 / 0.817 / 0.00411 / 0.00175
sequential: 0.00526 / 4.77 / 0.00528 / 0.0000170
total: 0.00778 / 7.64 / 0.00986 / 0.00208
==> through the flow <==
stage                     instance area, um^2  worst slack (ns)  total power [W]  utilization
after floorplan                         19700              1.27          0.00555            -
after global placement                  21600             0.537          0.00583        0.559
after detailed placement                21600             0.537          0.00583        0.559
after CTS                               23300              1.09          0.00987        0.602
after global routing                    23300             0.916           0.0101        0.602
final                                   23300             0.966          0.00986        0.602
==> per-layer routing <==
layer,up-vias,GRT usage
met1,5736,0.458
met2,967,0.507
met3,142,0.305
met5,-,0.00119
met4,0,0.107
li1,5043,-
==> worst paths after layout <==
kind,endpoint,slack [ns],cells past startpoint
min reg2reg,outDM[0],0.54,1
max,outDM[7],0.97,8
max reg2reg,outDM[15],2.48,5
min,outDM[0],0.54,1
==> synth_stat cells, types with 5 or more instances <==
cell and number:
buf_6 5, mux2i_1 16, inv_1 5, nand2_1 54, a22oi_1 170, a32oi_1 13
edfxtp_1 528, nor2b_1 8, a22o_1 16, o32a_1 6, nor2_1 85, nand4_1 25
nand3_1 15, buf_2 25, clkbuf_1 21, mux2_2 5, nor3_1 19, o21ai_0 16
a21oi_1 24
==> worst max-delay path, cell delays in order <==
cell             delay [ns]
clkdlybuf4s50_1        0.75
or2b_2                 0.64
nor2_1                 0.93
buf_4                  0.36
a22oi_1                0.11
nand4_1                0.15
nor3_1                 0.07
a21oi_1                0.21
==> sequential cells by signal (all words and copies together), names as in the netlist <==
| name | flops |
|---|---|
| mem | 512 |
| outDM | 16 |
==> area by class of cell <==
type                            instances  area share
Tap cell                              518      0.0278
Multi-Input combinational cell        554       0.156
Timing Repair Buffer                  172      0.0641
Inverter                                5    0.000805
Clock inverter                         31      0.0143
Antenna cell                            1    0.000107
Clock buffer                           61      0.0573
Sequential cell                       528       0.680
==> kinds of logic (layout without fill, tap and decap cells) <==
group,Yosys count,count (layout),synth area share
compound gates,285,285,0.107
buf+inv,63,269,0.0162
flops,528,528,0.804
mux,21,21,0.0110
other cells,0,1,0
simple gates,248,248,0.0611
Power figures rest on the tool's default switching activity, not on a simulated workload.

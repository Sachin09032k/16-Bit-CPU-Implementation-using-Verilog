==> constraint.sdc <==
current_design instmem

set clk_period 4.8
set clk_io_pct 0.2

create_clock -name clk0 -period $clk_period [get_ports {clk}]

set non_clock_inputs [all_inputs -no_clocks]
set_input_delay [expr $clk_period * $clk_io_pct] -clock clk0 $non_clock_inputs
set_output_delay [expr $clk_period * $clk_io_pct] -clock clk0 [all_outputs]
==> config.mk <==
export PLATFORM = sky130hd
export DESIGN_NAME = instmem
export DESIGN_NICKNAME = instmem
export VERILOG_FILES = /design/flow/design.v
export SDC_FILE = /design/flow/constraint.sdc
export NUM_CORES = 4
export LEC_CHECK = 1
export CORE_UTILIZATION = 30
==> run.sh <==
#!/bin/bash
# OpenROAD 26Q1-2900-gdf79404cd8, Yosys 0.63+post, stock flow scripts
make -C /OpenROAD-flow-scripts/flow DESIGN_CONFIG=/design/flow/config.mk WORK_HOME=/design/flow/orfs finish
==> design.v <==
module instmem(clk, we_IM, dataIM, addIM, outIM);
input clk;
input we_IM;
input [15:0] dataIM;
input [11:0] addIM;
output [15:0] outIM;
reg [15:0] outIM;
reg [15:0] mem [0 : 15];
always@(posedge clk)
begin
	if (we_IM == 1) begin
	mem[addIM] = dataIM;
	end
	else if (we_IM == 0) begin
	outIM = mem[addIM];
	end
end
endmodule
==> summary.txt <==
The layout was made with Yosys and OpenROAD.

The post-placement cell area is 11,700 µm². The via count is 5,908. Setup repair after global routing left no endpoint under its margin.

The height of the chip is 191 µm. Setup slack closes at 1.82 ns. Counting the fill cells in the layout gives 3,182.

The number of global-route vias before repair is 6,255. The cell type with the largest total area is edfxtp_1. The number of cells in Yosys stat is 620. The area of the core region is 34,800 µm². The layer with the highest usage after global routing is met2. The worst voltage drop across the vdd grid is 0.000259 V.

The critical path endpoint category is a flop. The data required time at the worst endpoint is 5.18 ns. Timing analysis after detailed placement gives a worst setup slack of 1.25 ns. Pin placement for this block handled 46 I/O pins. The highest attainable clock frequency is 336 MHz. The combinational gate area is 2320 µm². The CTS root buffer is clkbuf_16. For met2 alone, demand over resource in global routing was 23.6%. The netlist area before placement is 10,700 µm². Listed in order, past its start point the critical path passes buf_2 > buf_4 > nor3b_2 > a221oi_1 > a21oi_1 > o32a_1. The overall die area is 36,400 µm².

Routing resource usage on met3 recorded by global route was 10.2%. The DRC violation count after routing is 0. The initial antenna violation count came to 0.

Subtracting the final worst setup slack from the clock period gives 2.98 ns. The number of buffers created by CTS is 28. The clock network latency to the later pin of the worst-skew pair is 0.53 ns. The path with the worst hold slack has its endpoint at outIM[6]$_DFFE_PN_. The dominant synthesized flop cell is edfxtp_1. The sequential-to-total area share from yosys stat is 76.4%. The report counts max-capacitance violations totalling 0. Per the timing report, the biggest fanout along the worst path comes to 53. The run finished with clean final reports. The final timing report lists clock skew as 0.00520 ns. The total negative slack for setup checks is 0 ns. Dividing the final minimum period by the clock period gives 62.1%. The clock net sink count is 272. The layout summary lists the proportion of cells stronger than drive strength 1 as 16.6%. The longest individual stage delay on the worst path is 0.65 ns. The count of warning messages emitted by the tools is 33. met1 track demand over resource after global routing is 19.8%. The synthesized netlist handed to floorplanning was reported with a cell count of 620. The count of TritonRoute iterations in the first routing pass is 5. In the final layout, flip-flops and latches occupy 8170 µm². The worst pin sits at a relative slew slack of 41.3%. Yosys reports that the leading cell type by area covers 76.4% of the netlist area. The detailed router finished its first iteration with 457 violations. The end-of-flow timing check tallies setup violations at 0.

The type recorded for the worst min-delay path is flop to flop. The layout-stage area growth over the synthesis result is 17.0%. The post-CTS hold buffer count recorded in the log is 0. The setup slack of the worst register-to-register path is 3.07 ns. The synthesis log from Yosys contains 2 warnings. Entering global routing, the biggest net connects 54 pins. The cell row count is 68.

After synthesis, the share of flip-flops with an asynchronous set or reset is 0%. The post-synth tally of flip-flops with integrated enable is 272. The combined buffer and inverter count along the critical path is 2. The number of storage elements in the synthesis netlist is 272. The critical register-to-register path startpoint is mem[2][0]$_DFFE_PP_.

Post-synthesis, Yosys gives the total cell area as 10,700 µm². The first global-routing pass estimated 39,100 µm of wire. The gate-level netlist out of Yosys references 57 unique cell types. With fillers left out, the area of the finished cells amounts to 12,500 µm². The placement summary gives the final routability congestion estimate as 0.873. Dividing total power by cell area gives a power density of 399 nW/µm². Per the post-synthesis stats, the area per cell is 17.3 µm². The count of nets left with antenna violations once routing finished came out at 0. The leakage power in the latest report is 3.97 nW. The clock tree from TritonCTS is yes.

The wire-length estimate of the detail-placed layout is 16,400 µm. The global-route usage over all layers is 15.8%. The count of input and output buffers is 37. The cell count of the worst reg-to-reg path is 4.

The width of the die is 191 µm. The number of setup buffers added after CTS is 0. The clock tree buffer depth is 3. The worst-path cell with the longest stage delay is nor3b_2. In the hold timing report, the worst path depth is 1. After detailed routing, the number of vias per cell comes to 5.12. The critical path class is primary input to flop. Looking at the clock tree report, the H-tree level count equals 1. The number of max-slew violations in the final report is 0. The transition time recorded at the tightest slew-check pin is 0.877 ns. The number of hold violations in the final report is 0. The number of instances resized during post-cts repair is 0. The gate family responsible for the most delay along the worst path is buffers and inverters. STA classifies the critical path startpoint as a primary input. STA lists the startpoint of the worst hold path as mem[0][6]$_DFFE_PP_. The initial standard-cell utilization of the core is 30.7%. Yosys attributes the largest share of cell area to edfxtp_1, a22oi_1, mux2_2, mux2i_1, and3b_1. The endpoint of the worst register-to-register path is outIM[0]$_DFFE_PN_.

The wire length after detailed routing is 25,900 µm. In the final routed layout, each cell accounts on average for 22.4 µm. The data arrival time of the critical path is 3.36 ns.

The antenna diode count is 0. The clock-pin slew reported for the worst setup and hold paths after clock tree synthesis is 0.06 ns. The residual overflow from global routing is 0.
-- state kept, by name, summed over array words and instances (netlist names) --
register and flops:
mem 256, outIM 16
-- metrics by stage --
step | hold slack (ns) | cells | power (W) | util (%)
after floorplan | 0.516 | 620 | 0.00289 | -
after global placement | 0.541 | 1103 | 0.00305 | 33.5
after detailed placement | 0.541 | 1103 | 0.00305 | 33.5
after CTS | 0.558 | 1153 | 0.00505 | 36.0
after global routing | 0.571 | 1153 | 0.00518 | 36.0
final | 0.555 | 1153 | 0.00500 | 36.0
-- cells by family (layout without fill, tap and decap cells) --
group,Yosys count,in the layout,synth area share (%)
flops,272,272,76.4
compound gates,146,146,10.6
simple gates,115,115,6.46
buf+inv,46,124,2.22
mux,41,41,4.33
-- worst register-to-register path, delay by kind of cell (launching register included) --
family	cells	cell delay (ns)
and+or+nand+nor	2	0.73
AOI/OAI and AO/OA	2	0.41
DFF	1	0.34
-- worst max path at each step --
| stage | startpoint | to | cells after the start |
|---|---|---|---|
| after CTS | addIM[2] | outIM[7]$_DFFE_PN_ | 6 |
| after global routing | addIM[2] | outIM[13]$_DFFE_PN_ | 6 |
| final | addIM[2] | outIM[7]$_DFFE_PN_ | 6 |
-- cells in the mapped netlist (9+ instances only) --
cell and n:
o22a_1 10, clkbuf_1 9, nand2_1 16, a22oi_1 37
buf_2 21, o221ai_1 17, and3b_1 18, nor2b_1 10
a221oi_1 11, nor2_1 24, mux2_2 20, a21oi_1 10
mux2i_1 17, a32oi_1 9, edfxtp_1 272, a211oi_1 9
o21ai_0 11
-- final cells by class --
cell class,instances,area share (%)
inverters,6,0.180
clock buffers,35,5.98
repair buffers,68,4.66
clock inverters,15,0.810
flip-flops and latches,272,65.3
well taps,455,4.55
multi-input cells,302,18.5
-- metal layers --
metal | part of all wire (%) | up-vias | wire (µm)
li1 | - | 2678 | -
met1 | 36 | 2848 | 9410
met2 | 46 | 338 | 11900
met3 | 15 | 40 | 3870
met4 | 1.9 | 4 | 485
met5 | 0.61 | - | 157
-- where the power goes --
group	internal, W	switching (W)	total [W]
combinational	0.000115	0.000192	0.000307
sequential	0.00268	0.0000126	0.00269
clock	0.00115	0.000849	0.00200
-- cells in the final DEF (no fill, tap or decap), types with 3 or more instances in the layout --
cell type        Yosys  final
edfxtp_1           272    272
a22oi_1             37     37
clkdlybuf4s50_1      0     33
buf_4                6     31
clkbuf_16            0     29
mux2_2              20     20
nor2_1              24     19
and3b_1             18     18
mux2i_1             17     17
o221ai_1            17     17
nand2_1             16     16
a221oi_1            11     11
o21ai_0             11     11
nor2b_1             10     10
o22a_1              10     10
a21oi_1             10     10
a211oi_1             9      9
a32oi_1              9      9
and2_1               7      7
nand3b_1             7      7
o32a_1               6      6
clkinv_1             0      6
clkbuf_1             9      6
nand3_1              5      5
inv_1                5      5
nor3b_1              5      5
nor2_2               0      5
clkinv_2             0      5
nor3_2               1      4
o32ai_1              4      4
buf_2               21      4
nand2b_1             3      3
a31oi_1              3      3
a21bo_2              3      3
Power figures rest on the tool's default switching activity, not on a simulated workload.
